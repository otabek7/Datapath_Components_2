## flow/run.sh

```bash
#!/bin/bash
# OpenROAD 26Q1-2900-gdf79404cd8, Yosys 0.63+post, stock flow scripts
make -C /OpenROAD-flow-scripts/flow DESIGN_CONFIG=/design/flow/config.mk WORK_HOME=/design/flow/orfs finish
```

## flow/config.mk

```make
export PLATFORM = sky130hd
export DESIGN_NAME = NextPClogic
export DESIGN_NICKNAME = NextPClogic
export VERILOG_FILES = /design/flow/design.v
export SDC_FILE = /design/flow/constraint.sdc
export NUM_CORES = 4
export LEC_CHECK = 1
export CORE_UTILIZATION = 40
```

## flow/constraint.sdc

```tcl
current_design NextPClogic

set clk_period 18.1
set clk_io_pct 0.2

create_clock -name clk0 -period $clk_period

set non_clock_inputs [all_inputs -no_clocks]
set_input_delay [expr $clk_period * $clk_io_pct] -clock clk0 $non_clock_inputs
set_output_delay [expr $clk_period * $clk_io_pct] -clock clk0 [all_outputs]
```

## flow/design.v

```verilog
module NextPClogic(NextPC, CurrentPC, SignExtImm64, Branch, ALUZero, Uncondbranch); 
	input [63:0] CurrentPC, SignExtImm64;
	input Branch, ALUZero, Uncondbranch;
	output reg [63:0] NextPC;
	always@(*) begin
		if (Branch || Uncondbranch) 
		begin
			if(ALUZero && Branch || ALUZero && Uncondbranch)
				NextPC <= CurrentPC + (SignExtImm64 << 2);
			else NextPC <= CurrentPC + 4;
		end
		else NextPC <= CurrentPC + 4;
	end
endmodule
```

==> results.cfg <==
; synthesis and place-and-route metrics
[job]
warning_count = 35
cap_violations = 0

[synth]
yosys.area.top_type = ha_1
synthTopCellsByCount = nand2_1 (131), a21oi_1 (80), o21ai_0 (80), nor2_1 (63), xnor2_1 (63)
ys_types = 57
ys_area_um2 = 5250
area_leaders = ha_1 (15%), xnor2_1 (11%), nand2_1 (9.4%)
ys_cells = 837
synth_cells = 837
synth_top_area_share_pct = 14.8
syn_area_um2 = 5250
synth_area_per_cell_um2 = 6.27
synth_top_cell_by_count = nand2_1
synth_warnings = 1
yosys.stat.seqShare_pct = 0

[routing]
n_antenna_cell = 0
vias_per_cell = 5.71
routed_wirelength_mm = 18.7
vias = 6655
drc = 0
ant_nets = 0
firstDrtPassIters = 5
drt_iter0_markers = 373
wl_per_cell_um = 16.0

[die]
io-pin-count = 195
die_h_um = 117
die_area_um2 = 13600
fp_util_pct = 41.2
core_um2 = 12700
die_w_um = 117
num_rows = 41

[worst_setup_path]
cp.depth = 12
slowest_delay_ns = 0.60
crit_start = CurrentPC[17]
path_cells = clkdlybuf4s50_1, ha_1, nand4_1, or4_1, a211oi_2, nor3_1, o41a_1, o31a_1, o31a_1, o21a_1, a311oi_1, clkdlybuf4s50_1
crit_path_end = NextPC[56]
slowest_stage = or4_1
critPathKind = in2out
worst_setup_path_start_kind = input pin
cp-end-kind = output port
worst-endpoint-arrival_ns = 8.23
cpLargestDelayFamily = AND-OR/OR-AND gates
critical_path_required_ns = 14.48
cp_max_fo = 7
path_buffers = 2

[final_timing]
fin_hold_ws_ns = 7.24
grt_setup_unrepaired = false
fin_crit_sh_pct = 65.5
drv_slew = 0
relSlewSlack_pct = 49.0
min_period_ns = 11.85
worst_pin_slew_ns = 0.763
timing.fmax_mhz = 84.4
setup_viol = 0
finalHoldViolations = 0
setup_tns_ns = 0

[pwr]
power_density_nw_per_um2 = 31.9
p_seq_share_pct = 0
p_leak_uw = 0.00290
peakVddDrop_mv = 0.0150
swShare_pct = 48.6
power_switching_uw = 112
pwr-share-clk_pct = 0
comb_power_share_pct = 100.0
p_int_uw = 119

[clock_tree]
post_cts_buffers = 0
cts_resized = 0
cts_hold_buf = 0

[final_layout]
syn_to_final_growth_pct = 38.2
drive_gt1_share_pct = 1.61
final_cells = 1165
nClkBuffers = 0
seq_cell_count = 0
flop_area_um2 = 0

[status]
run_status = complete, no violations

[grt]
globalRouteOverflowTotal = 0
grt_pass1_wl_mm = 28.6
antenna_found_initial = 0
grt_max_degree = 61
grt_pass1_vias = 5945
grt_usage_pct = 26.5

[min_path]
holdCritPathClass = in2out

[place]
gp_congestion = 0.950
dp_hpwl_mm = 15.6
io_buffers = 189
placedCellCount = 1165
## per-stage QoR
stage / total power (µW) / cell area [µm²] / setup WS, ns / utilization [%]
final: 231 / 7250 / 6.25 / 57.0
after global routing: 254 / 7250 / 6.09 / 57.0
after CTS: 230 / 7250 / 6.33 / 57.0
after detailed placement: 228 / 7250 / 6.35 / 57.0
after global placement: 228 / 7250 / 6.35 / 57.0
after floorplan: 126 / 5250 / 8.12 / -
## logic make-up (layout without fill, tap and decap cells)
kind of cell / count (synthesis) / after routing / share of synthesized area [%]
simple gates: 327 / 327 / 29.2
fa+ha+maj: 63 / 63 / 15.2
compound gates: 273 / 273 / 31.8
xor+xnor: 112 / 112 / 18.7
mux: 4 / 4 / 0.787
buf+inv: 58 / 214 / 4.36
## power groups by stage
| stage | Combinational, µW | Sequential, µW | Clock [µW] |
|---|---|---|---|
| 4_1_cts | 230 | 0 | 0 |
| 6_report | 231 | 0 | 0 |
| 5_1_grt | 254 | 0 | 0 |
## per-layer routing
metal,up-vias,GRT usage (%),part of all wire [%]
met2,244,44.4,45
li1,3371,-,-
met1,3026,39.2,49
met5,-,0,0
met4,0,2.39,0.82
met3,14,0.740,5.4
## worst min path at each step
stage | start | endpoint | slack (ns) | cells after the start
4_1_cts | CurrentPC[0] | NextPC[0] | 7.24 | 0
6_report | CurrentPC[0] | NextPC[0] | 7.24 | 0
5_1_grt | CurrentPC[0] | NextPC[0] | 7.24 | 0
## cell type report
type               count  area, µm²
well taps            172        215
inverters             20       75.1
multi-input cells    779       5030
repair buffers       194       1930
fillers             1245       5470
## cell usage in the layout (no fill, tap or decap), drive strengths merged, types with 9 or more instances in the layout
master         synthesis  layout
clkdlybuf4s50          0     189
and3                  21      21
xnor2                 63      63
a31oi                  9       9
o21bai                14      14
a21oi                 80      80
nand4                 31      31
o21a                  10      10
o211ai                11      11
xor2                  49      49
inv                   20      20
o21ai                 83      83
ha                    62      62
nand2                131     131
a21o                  26      26
nor3                  19      19
nand3                 28      28
nor2                  63      63
Power is estimated from default activity; no workload was simulated.
