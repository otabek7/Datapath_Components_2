===== design.v =====
module RegisterFile(BusA, BusB, BusW, RA, RB, RW, RegWr, Clk);
	input [63:0] BusW;
	input [4:0] RA, RB, RW;  
	input RegWr, Clk;
	output  [63:0] BusA;
	output 	[63:0] BusB;
	reg [63:0] registers [31:0];  
	initial registers[31] <= 64'b0;  
	assign #2 BusA = registers[RA];  
	assign #2 BusB = registers[RB];  
	always@(negedge Clk) begin
		if (RegWr && RW != 31) 
		begin
			registers[RW] <= #3 BusW;  
		end
	end
endmodule

===== run.sh =====
#!/bin/bash
# OpenROAD 26Q1-2900-gdf79404cd8, Yosys 0.63+post, stock flow scripts
make -C /OpenROAD-flow-scripts/flow DESIGN_CONFIG=/design/flow/config.mk WORK_HOME=/design/flow/orfs finish

===== config.mk =====
export PLATFORM = sky130hd
export DESIGN_NAME = RegisterFile
export DESIGN_NICKNAME = RegisterFile
export VERILOG_FILES = /design/flow/design.v
export SDC_FILE = /design/flow/constraint.sdc
export NUM_CORES = 4
export LEC_CHECK = 1
export CORE_UTILIZATION = 40

===== constraint.sdc =====
current_design RegisterFile

set clk_period 10.0
set clk_io_pct 0.2

create_clock -name clk0 -period $clk_period [get_ports {Clk}]

set non_clock_inputs [all_inputs -no_clocks]
set_input_delay [expr $clk_period * $clk_io_pct] -clock clk0 $non_clock_inputs
set_output_delay [expr $clk_period * $clk_io_pct] -clock clk0 [all_outputs]

==> metrics.csv <==
metric,value,unit
synth cell count leaders,"edfxtp_1, mux4_2, o22ai_1, mux2i_1, a22oi_1",
setup violators final,0,
Worst-Margin Slew,928.4,ps
max reg flops,2048,
OpenROAD warning count,1028,
total number of vias,58420,
Yosys top cell by area,edfxtp_1,
"Area growth, synth to finish",24.03,%
worst path cell trace,"mux4_2, o22ai_1, nor4_1, buf_4, clkdlybuf4s50_1",
Max-slew headroom,0.3795,
Ys Warns,1,
"Slowest-stage cell, CP",nor4_1,
yosys cell count,4570,
area reported by Yosys stat,92720,µm²
CTS tree,yes,
FP Core Util,0.4029,
Die H,483.5,µm
Yosys top cell by instances,edfxtp_1,
worst path arrival time,7890,ps
Inserted Clock Buffers,225,
Non-Filler Instances,10252,
CP peak stage delay,580,ps
Reg area,61500,µm²
dpl cells,7793,
crit path max fanout,2,
pin count of the biggest net entering global routing,97,
post-synth cell types,44,
Worst Setup End Kind,output pin,
"EDFF count, synth",2048,
Crit path max-delay family,buffers and inverters,
area post-placement,99740,µm²
core box area,230100,µm²
status,"complete, no violations",
ys flop type,edfxtp_1,
leakage,0.04467,µW
first-pass GRT wire length,423800,µm
total global-route track usage,0.2792,
synthesized area per cell,20.29,µm²
Yosys reg bits,2048,
Top cells by area,"edfxtp_1, mux4_2, mux2i_1, o22ai_1, a22oi_1",
Max Cap Viol,0,
Final ANT Viol Nets,0,
CTS Buffer Depth,3,
Pre-antenna DRT Iters,6,
DR WL/cell,28.66,µm
Syn Inst Count,4570,
MI comb area,29730,µm²
DRC,0,
Crit path required time,8000,ps
total wire length,293800,µm
worst hold path class,in -> out,
Layout fillers,18177,
worst path bufs/invs,2,
root buf cell,clkbuf_16,
design area,115000,µm²
width of the chip,483.5,µm
Overall Power,22740,µW
Largest regs,registers: 2048 flops,
Die Footprint,233700,µm²
grt ovf,0,
Pwr per Cell Area,197.7,nW/µm²
CTS Sinks,2048,
vias per cell,5.698,
Row Count,176,
number of antenna violations at the first check in global routing,3,
vias in the first global route,68013,
Max VDD drop,0.1997,mV
DP HPWL,169200,µm
GPL Wtd Cong,0.8913,
Hold WS,5125,ps
fin. max-slew vios,0,
"area share, top type",0.6633,
Post-Syn Area,92720,µm²
# port buffers,208,
share of cells above drive strength 1,0.2296,
crit start category,flop,
Synth Seq Share,0.6633,
critical path class,reg -> out,
DRT iter0 DRCs,3527,
Synth async-reset ratio,0,
H-tree Lvls,4,
"Clk pin slew, worst setup/hold paths",30,ps
Fin. Hold Viols,0,
Largest Register,registers,
io pins,209,
==> final cells by class <==
type / count / share of cell area
Antenna cell: 1 / 0.00002176
Clock buffer: 226 / 0.04918
Clock inverter: 2233 / 0.08228
Inverter: 1 / 0.00003264
Multi-Input combinational cell: 2225 / 0.2585
Sequential cell: 2048 / 0.5348
Tap cell: 3026 / 0.03292
Timing Repair Buffer: 492 / 0.04226
==> cell usage in the layout, fill, tap and decap left out, drive strengths merged, types with 64 or more instances in the layout <==
master | netlist | layout
a22oi | 196 | 196
buf | 271 | 292
clkbuf | 87 | 226
clkdlybuf4s50 | 0 | 196
clkinvlp | 0 | 68
conb | 1 | 64
edfxtp | 2048 | 2048
inv | 1 | 2127
mux2i | 286 | 286
mux4 | 869 | 869
nor2 | 66 | 66
nor4 | 95 | 95
o22ai | 325 | 325
==> report_power, final <==
| part | total (µW) | switching, µW | internal (µW) | leakage, µW |
|---|---|---|---|---|
| clock | 11400 | 5450 | 5930 | 0.0146 |
| sequential | 9700 | 50.2 | 9650 | 0.0185 |
| combinational | 1650 | 927 | 721 | 0.0116 |
==> layer usage <==
| layer | global-route usage | vias up | wire, µm |
|---|---|---|---|
| met5 | 0.01715 | - | 323 |
| met2 | 0.3856 | 4255 | 137900 |
| met3 | 0.2462 | 604 | 53760 |
| li1 | - | 25088 | - |
| met4 | 0.1235 | 16 | 11240 |
| met1 | 0.2981 | 28457 | 90620 |
==> cell families (layout without fill, tap and decap cells) <==
| logic type | Yosys count | after routing | synth area share |
|---|---|---|---|
| other cells | 1 | 65 | 0.00004044 |
| compound gates | 627 | 627 | 0.04538 |
| flops | 2048 | 2048 | 0.6633 |
| simple gates | 347 | 347 | 0.02127 |
| mux | 1187 | 1187 | 0.2458 |
| buf+inv | 360 | 2952 | 0.02420 |
==> tightest hold or removal path, cell delays in order <==
cell and delay, ps:
buf_2 130, nor2_2 50, buf_4 230, nand3_1 110, nand4_1 150, clkdlybuf4s50_1 450
==> path summary, 6_finish.rpt <==
path  cells after the start  slack [ps]               from  endpoint
min                       6        5130              RB[2]  BusB[41]
max                       5         110  registers[16][24]  BusB[24]
==> through the flow <==
step	util	worst slack, ps	TNS, ps
detailed placement	0.4334	553.4	0
CTS	0.4992	3.732	0
global route	0.4997	-79.33	-79.33
floorplan	-	-822.2	-1059160
global placement	0.4334	549.7	0
finish	0.4997	106.5	0
==> timing repair <==
item / CTS / global route
hold buffers: 0 / 0
resized: 5 / 28
setup buffers: 0 / 0
pin swaps: 0 / 6
endpoints found under the setup margin: 3 / 22
Power figures rest on the tool's default switching activity, not on a simulated workload.
